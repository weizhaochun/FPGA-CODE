===== flow/run.sh =====
#!/bin/bash
# OpenROAD 26Q1-2900-gdf79404cd8, Yosys 0.63+post, stock flow scripts
make -C /OpenROAD-flow-scripts/flow DESIGN_CONFIG=/design/flow/config.mk WORK_HOME=/design/flow/orfs finish

===== flow/design.v =====
module vga(clk,rst_n,hsync,vsync,vga_r,vga_g,vga_b,red,gre);
input clk,red,gre;  
input rst_n; 
output hsync; 
output vsync; 
output reg vga_r;
output reg vga_g;
output reg vga_b;
reg[25:0] a;
reg clk1;
reg[1:0] num;
reg[10:0] x_cnt;
reg[9:0] y_cnt;
initial
   num=2'd0;
always@(posedge clk or posedge rst_n)
     if(rst_n)
	    begin
	     a<=26'd0;
		  clk1<=0;
		 end
	  else if( a==26'd24999999)
	    begin
	     a<=26'd0;
		  clk1<=~clk1;
		 end
     else
	     a<=a+1;
always @ (posedge clk or posedge rst_n)
	if(rst_n) 
		x_cnt <= 11'd0;
	else if(x_cnt == 11'd1039) 
		x_cnt <= 11'd0;
	else 
		x_cnt <= x_cnt+1'b1;
always @ (posedge clk or posedge rst_n)
	if(rst_n) 
		y_cnt <= 10'd0;
	else if(y_cnt == 10'd665) 
		y_cnt <= 10'd0;
	else if(x_cnt == 11'd1039) 
		y_cnt <= y_cnt+1'b1;
always@(posedge clk1)
    if(num==2'd3)
	    num<=1'd0;
    else
	    num<=num+1;
wire valid; 
assign 
	valid = (x_cnt >= 11'd187) && (x_cnt < 11'd987) 
	&& (y_cnt >= 10'd31) && (y_cnt < 10'd631); 
wire[9:0] xpos,ypos; 
assign xpos = x_cnt-11'd187;
assign ypos = y_cnt-10'd31;
reg hsync_r,vsync_r; 
always @ (posedge clk or posedge rst_n)
	if(rst_n) 
		hsync_r <= 1'b1;
	else if(x_cnt == 11'd0) 
		hsync_r <= 1'b0; 
	else if(x_cnt == 11'd120) 
		hsync_r <= 1'b1;
always @ (posedge clk or posedge rst_n)
	if(rst_n) 
		vsync_r <= 1'b1;
	else if(y_cnt == 10'd0) 
		vsync_r <= 1'b0; 
	else if(y_cnt == 10'd6) 
		vsync_r <= 1'b1;
assign hsync = hsync_r;
assign vsync = vsync_r;
wire a_dis,b_dis,c_dis,d_dis;
assign a_dis = ( (xpos>=300) && (xpos<=540) ) 
		 && ( (ypos>140)  && (ypos<=160) );
assign c_dis = ( (xpos>=239) && (xpos<=479) )
		 && ( (ypos>=340) && (ypos<=360) );
assign d_dis = ( (xpos>=279) && (xpos<=299) )
		 && ( (ypos>=100) && (ypos<=339) );
assign b_dis = ( (xpos>=480) && (xpos<=500) )
		 && ( (ypos>=161) && (ypos<=401) );
always@(posedge clk)
    begin
     case(num)
	     2'd0:
		  begin
		  vga_r <= valid ? a_dis: 1'b0;
		  vga_b <= valid ? ~a_dis : 1'b0;
		  vga_g<=1'b0;
		  end
        2'd1:
		  begin
		  vga_r <= valid ? (a_dis|b_dis): 1'b0;
		  vga_b <= valid ? ~(a_dis|b_dis): 1'b0;
		  vga_g<=1'b0;
		  end
		  2'd2:
		  begin
		  vga_r <= valid ? (c_dis|a_dis|b_dis): 1'b0;
		  vga_b <= valid ? ~(c_dis|a_dis|b_dis): 1'b0;
		  vga_g<=1'b0;
		  end
		  2'd3:
		  begin
		  vga_r <= valid ? (d_dis|c_dis|a_dis|b_dis): 1'b0;
		  vga_b <= valid ? ~(d_dis|c_dis|a_dis|b_dis): 1'b0;
		  vga_g <=1'b0;
		  end
	  endcase
	  end
endmodule

===== flow/config.mk =====
export PLATFORM = sky130hd
export DESIGN_NAME = vga
export DESIGN_NICKNAME = vga
export VERILOG_FILES = /design/flow/design.v
export SDC_FILE = /design/flow/constraint.sdc
export NUM_CORES = 4
export LEC_CHECK = 1
export CORE_UTILIZATION = 30

===== flow/constraint.sdc =====
current_design vga

set clk_period 4.2
set clk_io_pct 0.2

create_clock -name clk0 -period $clk_period [get_ports {clk}]

set non_clock_inputs [all_inputs -no_clocks]
set_input_delay [expr $clk_period * $clk_io_pct] -clock clk0 $non_clock_inputs
set_output_delay [expr $clk_period * $clk_io_pct] -clock clk0 [all_outputs]

==> run_summary.xml <==
<?xml version="1.0" encoding="UTF-8"?>
<metrics>
  <group name="logic_synthesis">
    <metric name="ys_top_cells_by_area" unit="">dfrtp_1 32%, xor2_1 6.3%, nor2_1 5.1%, ha_1 4.6%, xnor2_1 4.4%</metric>
    <metric name="synthArstFlopShare" unit="%">92.59</metric>
    <metric name="synth-compound-area-share" unit="%">17.61</metric>
    <metric name="avg_synthesized_cell_area" unit="sq um">8.494</metric>
    <metric name="numSynthFlops" unit="">54</metric>
    <metric name="ys_sh_xor" unit="%">10.66</metric>
    <metric name="dominantRegCellSynth" unit="">dfrtp_1</metric>
    <metric name="yosys_area" unit="sq um">3780</metric>
    <metric name="yosys.cell_types.count" unit="">72</metric>
    <metric name="top_cell_area_share" unit="%">31.78</metric>
    <metric name="simple_gate_area_share" unit="%">25.89</metric>
    <metric name="synthesis.yosys.warnings" unit="">1</metric>
    <metric name="edf_count" unit="">0</metric>
    <metric name="synth_cells" unit="">445</metric>
    <metric name="topCombFamilyByArea" unit="">simple AND/OR/NAND/NOR gates</metric>
    <metric name="mappedNetlistArea" unit="sq um">3780</metric>
    <metric name="synth.cellmix.adderShare" unit="%">4.634</metric>
    <metric name="yosys-mux-area-fraction" unit="%">0.8275</metric>
    <metric name="postSynthSeqShare" unit="%">35.29</metric>
    <metric name="synth_stat.cells" unit="">445</metric>
    <metric name="post-synth-top-area-cell" unit="">dfrtp_1</metric>
  </group>
  <group name="grt">
    <metric name="first_global_vias" unit="">2848</metric>
    <metric name="globalRoute.totalOverflow" unit="">0</metric>
    <metric name="wire_length_of_the_first_global_routing_pass" unit="um">14240</metric>
    <metric name="grtUsageTotal" unit="%">13.59</metric>
    <metric name="grt_antenna_before_repair" unit="">0</metric>
    <metric name="grt_max_degree" unit="">46</metric>
  </group>
  <group name="timing">
    <metric name="worst_clock_skew" unit="ns">0.008677</metric>
    <metric name="slew_headroom" unit="%">48.47</metric>
    <metric name="min_period_over_period" unit="%">73.83</metric>
    <metric name="number_of_max_slew_violations_in_the_final_report" unit="">0</metric>
    <metric name="fmax" unit="GHz">0.3225</metric>
    <metric name="setup_viol" unit="">0</metric>
    <metric name="hold_viol_final" unit="">0</metric>
    <metric name="finalCriticalPeriod" unit="ns">3.101</metric>
    <metric name="unconstrained_endpoints" unit="">2</metric>
    <metric name="setup-tns-final" unit="ns">0</metric>
    <metric name="grt_setup_unrepaired" unit="">false</metric>
    <metric name="postLayoutSetupSlackWorst" unit="ns">1.099</metric>
    <metric name="tightestPinTransition" unit="ns">0.7659</metric>
    <metric name="unclocked_regs" unit="">2</metric>
  </group>
  <group name="critical_path">
    <metric name="criticalPathCategory" unit="">register to register</metric>
    <metric name="arrival_time_worst_endpoint" unit="ns">3.34</metric>
    <metric name="cp-end-kind" unit="">register</metric>
    <metric name="timing.critical_path.fanout_max" unit="">14</metric>
    <metric name="critPathLaunchType" unit="">register</metric>
    <metric name="worstPathRequired" unit="ns">4.44</metric>
  </group>
  <group name="place">
    <metric name="dpl_worst_slack" unit="ns">1.164</metric>
    <metric name="post-dp-hpwl" unit="um">5519</metric>
    <metric name="place_congestion" unit="">0.9176</metric>
    <metric name="placed_cells" unit="">590</metric>
    <metric name="buffer_ports.inserted" unit="">5</metric>
  </group>
  <group name="floorplanning">
    <metric name="chipHeight" unit="um">114.2</metric>
    <metric name="core.rowCount" unit="">40</metric>
    <metric name="die_w" unit="um">114.2</metric>
    <metric name="die_area" unit="sq um">13050</metric>
    <metric name="io_pins" unit="">9</metric>
    <metric name="core_area" unit="sq um">12160</metric>
    <metric name="initCoreUtil" unit="%">31.08</metric>
  </group>
  <group name="cts">
    <metric name="cts-hold-fix-buffers" unit="">0</metric>
    <metric name="h-tree-depth" unit="">2</metric>
    <metric name="tritoncts" unit="">done</metric>
    <metric name="worstSkewPairLatency" unit="ns">0.29</metric>
    <metric name="cts.clk_slew.worst_paths" unit="ns">0.07</metric>
    <metric name="clk_root_buffer_cell" unit="">clkbuf_16</metric>
    <metric name="clock_tree.buffer_depth" unit="">2</metric>
    <metric name="post_cts.resized_instances" unit="">0</metric>
    <metric name="buffers_inserted_during_post_cts_setup_optimization" unit="">0</metric>
    <metric name="cts_made_buffers" unit="">5</metric>
  </group>
  <group name="pwr">
    <metric name="peakVddDrop" unit="mV">0.2470</metric>
    <metric name="static-leakage-power" unit="nW">1.656</metric>
    <metric name="power_density" unit="nW/um^2">239.8</metric>
  </group>
  <group name="cells_and_area">
    <metric name="share_of_final_layout_standard_cells_stronger_than_drive_strength_1" unit="%">4.651</metric>
    <metric name="area.growth.synth_to_final" unit="%">8.408</metric>
    <metric name="fin_util" unit="%">33.69</metric>
    <metric name="final_cell_count_no_fill" unit="">598</metric>
  </group>
  <group name="flow_run">
    <metric name="log.warning_count" unit="">37</metric>
    <metric name="max-cap-violations" unit="">0</metric>
  </group>
  <group name="route">
    <metric name="final_antenna_net_count" unit="">0</metric>
    <metric name="routed_wirelength" unit="um">8032</metric>
    <metric name="wl_per_cell" unit="um">13.43</metric>
    <metric name="drtIter0Drc" unit="">307</metric>
    <metric name="drt-pass1-iter-count" unit="">4</metric>
    <metric name="vias" unit="">3143</metric>
    <metric name="num_antenna_cells" unit="">0</metric>
    <metric name="detail_route.vias_per_cell" unit="">5.256</metric>
    <metric name="drc" unit="">0</metric>
  </group>
  <group name="min_path">
    <metric name="timing.hold.worst.class" unit="">register to register</metric>
  </group>
  <group name="status">
    <metric name="run_status" unit="">complete, no violations</metric>
  </group>
</metrics>
-- metrics by stage --
step	cell area [sq um]	power (mW)	hold WS (ns)
global route	4098	1.021	0.4932
CTS	4098	0.9984	0.4698
global placement	3930	0.5220	0.4542
floorplan	3780	0.5176	0.4347
detailed placement	3930	0.5220	0.4542
finish	4098	0.9827	0.4689
-- flip-flops by register name (all words and copies together), names as in the netlist --
signal / cells
clk1: 1
num: 2
hsync_r: 1
x_cnt: 11
vsync_r: 1
a: 26
y_cnt: 10
vga_r: 1
vga_b: 1
-- where the power goes --
part	total, mW	switching, mW	internal [mW]	leakage, nW
sequential	0.500	0	0.500	0.705
combinational	0.0112	0.00968	0.00151	0.869
clock	0.471	0.187	0.284	0.0815
total	0.983	0.197	0.786	1.66
-- layout make-up --
cell class                 instances  area, sq um
sequential                        54         1334
fill                            1224         8064
inverter                          15        56.30
clock buffer                       6        128.9
timing repair buffer               8        72.57
clock inverter                     2        38.79
multi-input combinational        345         2257
tap                              168        210.2
-- cells in the mapped netlist (8+ instances only) --
cell type,n
clkbuf_1,21
xor2_1,27
nand3_1,30
xnor2_1,19
ha_1,14
inv_1,14
nand2_1,31
dfrtp_1,48
a21oi_1,19
o21ai_0,8
nor2_1,51
nor2b_1,8
nand4_1,10
nor3_1,14
-- layer usage --
| layer | wire [um] | global-route usage (%) |
|---|---|---|
| met1 | 3896 | 21.42 |
| met2 | 3568 | 20.32 |
| met3 | 434 | 2.535 |
| met4 | 132 | 1.645 |
| met5 | 0 | 0 |
-- path summary, 6_finish.rpt --
path	depth (start not counted)	end	startpoint	slack (ns)
min in group asynchronous	2	a[0]	rst_n	0.74
min reg2reg	1	a[25]	a[25]	0.47
max reg2reg	8	vga_r	x_cnt[1]	1.10
max in group asynchronous	3	a[5]	rst_n	2.67
max	8	vga_r	x_cnt[1]	1.10
min	1	a[25]	a[25]	0.47
-- layout by cell type (no fill, tap or decap), types with 6 or more instances in the layout --
cell type / count
xnor2_1: 19
nor4_1: 6
o21ai_0: 8
dfrtp_1: 48
nand3_1: 30
nand2_1: 31
inv_1: 13
nor3_1: 14
ha_1: 14
o31ai_1: 6
nand4_1: 10
a21oi_1: 19
nor2_1: 51
xor2_1: 27
and3_1: 7
nor2b_1: 8
-- worst max-delay path, cell delays in order, from the launching register on --
cell       delay [ns]
dfrtp_1          0.54
ha_1             0.55
o2111ai_4        0.20
a211o_1          0.37
and2_4           0.17
or4_1            0.46
a2111o_1         0.48
a21oi_2          0.15
o21a_1           0.12
-- logic make-up (layout without fill, tap and decap cells) --
| logic type | after synthesis | in the layout |
|---|---|---|
| AND/OR/NAND/NOR | 190 | 190 |
| AND-OR/OR-AND | 91 | 91 |
| flip-flops | 54 | 54 |
| XOR/XNOR | 46 | 46 |
| buffers and inverters | 46 | 31 |
| adder cells (fa/ha/maj) | 14 | 14 |
| multiplexers | 3 | 3 |
| other | 1 | 1 |
Power figures rest on the tool's default switching activity, not on a simulated workload.
